==> /design/flow/config.mk <==
export PLATFORM = sky130hd
export DESIGN_NAME = uartRs
export DESIGN_NICKNAME = uartRs
export VERILOG_FILES = /design/flow/design.v
export SDC_FILE = /design/flow/constraint.sdc
export NUM_CORES = 4
export LEC_CHECK = 1
export CORE_AREA = 10 10 105 105
export DIE_AREA = 0 0 115 115
==> /design/flow/constraint.sdc <==
current_design uartRs

set clk_period 2.6
set clk_io_pct 0.2

create_clock -name clk0 -period $clk_period [get_ports {clk}]

set non_clock_inputs [all_inputs -no_clocks]
set_input_delay [expr $clk_period * $clk_io_pct] -clock clk0 $non_clock_inputs
set_output_delay [expr $clk_period * $clk_io_pct] -clock clk0 [all_outputs]
==> /design/flow/design.v <==
module uartRs(
  input wire clk,
  input wire rst,
  input wire rx,
  output reg [7:0] data,
  output reg done
);
  reg [7:0] shift_reg;
  reg [3:0] bit_count;
  reg receiving;
  always @(posedge clk or posedge rst) begin
    if (rst) begin
      data <= 0;
      done <= 0;
      receiving <= 0;
      shift_reg <= 0;
      bit_count <= 0;
    end else begin
      if (!receiving && !rx) begin 
        receiving <= 1;
        bit_count <= 0;
      end else if (receiving) begin
        if (bit_count < 8) begin
          shift_reg <= {rx, shift_reg[7:1]};
          bit_count <= bit_count + 1;
        end else begin
          data <= shift_reg;
          done <= 1;
          receiving <= 0;
        end
      end
    end
  end
endmodule
==> /design/flow/run.sh <==
#!/bin/bash
# OpenROAD 26Q1-2900-gdf79404cd8, Yosys 0.63+post, stock flow scripts
make -C /OpenROAD-flow-scripts/flow DESIGN_CONFIG=/design/flow/config.mk WORK_HOME=/design/flow/orfs finish
==> results.txt <==
Notes on the flow run.

- The routed metal-1 wire length is 708 µm, for reference.
- The final-report setup violation count is 0, for reference.
- Routability-driven placement finished with a final weighted congestion of approximately 0.66.
- The number of CTS-inserted buffers is 3, for reference.
- The number of cell instances after yosys synthesis is approximately 57, for reference.
- The routed wirelength normalized by instance count is ~8.8 µm, for reference.
- The fmax is around 620 MHz, for reference.
- The detailed router placed 478 vias in this run.
- The finished cells cover 0.001169 mm².
- The normalized max-slew margin is 0.8099, for reference.
- The number of antenna violations at the first check in global routing came to 0.
- The highest layer touched by signal routing is met3.
- The area of the multi-input gates is 275.3 µm², for reference.
- The leakage power figure is 0.4638 nW, for reference.
- The via count of the first global-routing pass was approximately 460.
- STA lists the maximum fanout along the critical path as 2.
- In the routed design, unresolved DRC markers number 0.
- The count of H-tree levels built during CTS is 1, for reference.
- The final layout contains routed wiring with a total length of 1598 µm.
- Setup slack on the critical path of the routed design comes to ~980 ps.
- According to the dpl log, the detail-placed design has an HPWL of 1179 µm.
- The iteration count recorded for the first detailed-route pass is 2.
- Of the total power, combinational logic draws 0.331.
- Setup slack on the worst path after placement came out at approximately 1100 ps.
- The total setup buffers inserted after CTS is 0, for reference.
- The synthesized netlist handed to floorplanning was reported with a cell count of around 57.
- STA classifies the critical path endpoint as an output pin.
- Adding up every negative setup slack in the final design gives 0 ps.
- 0 antenna diodes ended up in the layout.
- The area taken by sequential standard cells is reported as 550.5 µm².
- The final count of pins violating max slew is 0, for reference.
- The global routing report lists combined usage of all routing layers as 0.02383.
- TritonCTS built the clock tree.
- The highest-delay cell along the critical path is sky130_fd_sc_hd__clkdlybuf4s50_1, for reference.
- The register bit total from synthesis is 22, for reference.
- For reference, the most critical setup path is categorized as register to output pin.
- The placement stage leaves a total instance area of approximately 0.0011 mm².
- The clock insertion delay at the later pin of the skew report is 260 ps, for reference.
- Of the available clock period, the critical path in the final layout requires 0.6228.
- The worst setup path startpoint is done$_DFFE_PP0P_, for reference.
- The synthesized chip area reported by yosys is approximately 840 µm², for reference.
- The internal portion of the total power is roughly 1 mW.
- The total count of hold-check failures in the final report is 0, for reference.
- The worst setup path is launched from a register.
- The antenna violation net count after detailed routing is 0, for reference.
- The final clock skew is 6.875 ps, for reference.
- The mean instance size in the synthesized netlist is 14.82 µm², for reference.
- Looking at the max-slew report, the worst-margin pin has a slew of between 200 and 300 ps.
- The count of buffering cells on the critical path with inverters included is 1, for reference.
- Per STA, the highest per-stage delay on the worst path measures 470 ps.
- In the final layout, the fill cell count is about 1000.
- The proportion of layout cells with a drive suffix above 1 is 0.3288, for reference.
- The quantity of I/O buffers inserted on ports is 11, for reference.
- The global-route wire length before repair is around 2500 µm, for reference.
- The switching power of the nets is around 370 µW, for reference.
- The number of placement rows is 34, for reference.
- Setup repair after global routing left no endpoint under its margin.
- The post-CTS hold buffer count recorded in the log is 0.
- In this run the horizontal extent of the chip is ~120 µm.
- The clock sink count is 22, for reference.
- The max-capacitance violation count is 0, for reference.
- The total met2 wirelength after detailed routing is approximately 760 µm, for reference.
- The count of distinct cell types in the synthesized netlist is 13, for reference.
- The area growth from synthesis to layout is 38.37%, for reference.
- The floorplan utilization is 0.09637, for reference.
- Counting along the longest clock path gives a buffer depth of 2.
- Post-CTS repair ended up resizing 0 cells.
- The type of the tightest min-delay check is register to register, for reference.
- The overall overflow remaining after global route is 0, for reference.
- The design draws approximately 1.4 mW.
- The fraction of power consumed by the clock network is 0.225, for reference.
- The ratio of total power to cell area is about 1200 mW/mm², for reference.
- The worst min-delay path startpoint is bit_count[2]$_DFFE_PP0P_, for reference.
- The register share after synthesis is 0.6519, for reference.
- After clock tree synthesis, the clock-pin slew on the worst setup and hold paths is 80 ps.
- The pin count of the biggest net entering global routing is 23, for reference.
- The stage-log warning count is 25, for reference.
- The floorplan step set the die height to ~120 µm.
- In this run, the number of DRC markers left after iteration 0 of detailed routing was 17.
- The cell area after technology mapping is roughly 840 µm², for reference.
- The cell sequence reported for the critical path is clkdlybuf4s50_1.
- Looking at the clock tree report, the root buffer type is sky130_fd_sc_hd__clkbuf_8.
- Warnings reported by Yosys during synthesis add up to 1.
- The most critical hold endpoint after final layout shows a slack of 497.5 ps.
- Summed over all nets, wire length on met3 after detailed routing comes to 129 µm.
- The clock period could shrink to around 1600 ps.
- The run finished with clean final reports.
- The required time of the worst setup path is roughly 2100 ps, for reference.
- Per the OpenROAD floorplan log, the area of the core is between 0.008 and 0.009 mm².
- The analysis reports a worst IR drop on VDD of around 230 µV.
- The launching point of the worst reg2reg path is bit_count[3]$_DFFE_PP0P_, for reference.
- The boundary pin count is 12, for reference.
- According to the timing report, the arrival time at the worst endpoint equals approximately 1100 ps.
- The switching part of the total power is 0.2620, for reference.
- Per the OpenROAD floorplan log, the area of the die is between 0.01 and 0.015 mm².
- Per STA, the worst path accumulates the most delay in the family buffers and inverters.
- The part of the total power dissipated in sequential elements is 0.444, for reference.
- Dividing the detail-routed via count by the number of cells gives between 2 and 3.
-- cell families after synthesis --
group	count (synthesis)	share of synthesized area
simple gates	6	0.04592
mux	17	0.2252
compound gates	6	0.04000
buf+inv	5	0.02222
flops	22	0.6519
fa+ha+maj	1	0.01481
-- layer usage --
metal,vias to the layer above,GRT usage
met4,0,0.002475
met3,0,0.01213
met5,-,0
met2,6,0.03453
li1,226,-
met1,246,0.03230
-- cell usage after synthesis --
master / n / area (µm²)
sky130_fd_sc_hd__a21oi_1: 2 / 10.01
sky130_fd_sc_hd__a31oi_1: 2 / 12.51
sky130_fd_sc_hd__and2_4: 1 / 8.760
sky130_fd_sc_hd__dfrtp_1: 22 / 550.5
sky130_fd_sc_hd__ha_1: 1 / 12.51
sky130_fd_sc_hd__inv_1: 5 / 18.77
sky130_fd_sc_hd__mux2_2: 16 / 180.2
sky130_fd_sc_hd__mux2i_1: 1 / 10.01
sky130_fd_sc_hd__nand2_2: 2 / 12.51
sky130_fd_sc_hd__nand2b_1: 2 / 12.51
sky130_fd_sc_hd__nand3_1: 1 / 5.000
sky130_fd_sc_hd__o21ai_0: 1 / 5.000
sky130_fd_sc_hd__o22ai_1: 1 / 6.260
-- cells in the final DEF (no fill, tap or decap), drive strengths merged --
| cell | instances |
|---|---|
| clkbuf | 3 |
| o21ai | 1 |
| a31oi | 2 |
| clkdlybuf4s50 | 11 |
| nand2 | 2 |
| bufinv | 1 |
| ha | 1 |
| buf | 1 |
| dfrtp | 22 |
| nand2b | 2 |
| and2 | 1 |
| nand3 | 1 |
| mux2i | 1 |
| inv | 5 |
| a21oi | 2 |
| o22ai | 1 |
| mux2 | 16 |
-- power by group through the flow --
stage	Combinational, mW	Clock, mW	Sequential (mW)
final	0.461	0.314	0.619
after global routing	0.513	0.341	0.646
after CTS	0.481	0.328	0.623
-- stage by stage --
step                utilization  std cells
finish                   0.1334        181
global route             0.1334        181
CTS                      0.1334        181
detailed placement       0.1252        177
global placement         0.1252        177
floorplan                     -         57
-- final timing paths --
kind                            slack [ps]                        to  cells past startpoint
worst max register to register        1420  shift_reg[7]$_DFFE_PP0P_                      3
worst max-delay path                   980                      done                      1
worst min-delay path                   500  bit_count[2]$_DFFE_PP0P_                      1
worst min register to register         500  bit_count[2]$_DFFE_PP0P_                      1
max in group asynchronous             1780  bit_count[1]$_DFFE_PP0P_                      3
min in group asynchronous              590       data[5]$_DFFE_PP0P_                      3
-- final cells by class --
cell class,count,area share
multi-input cells,30,0.2355
clock inverters,1,0.02570
repair buffers,12,0.1006
well taps,108,0.1156
flip-flops and latches,22,0.4711
clock buffers,3,0.03533
inverters,5,0.01606
Power is estimated from default activity; no workload was simulated.
