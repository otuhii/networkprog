==> ./design.v <==
module blink_led (
    input wire clk,      
    output reg led        
);
    reg [31:0] counter = 0;   
    always @(posedge clk) begin
        if (counter == 50_000_000) begin
            counter <= 0;    
            led <= ~led;    
        end else begin
            counter <= counter + 1;   
        end
    end
endmodule
==> ./run.sh <==
#!/bin/bash
# OpenROAD 26Q1-2900-gdf79404cd8, Yosys 0.63+post, stock flow scripts
make -C /OpenROAD-flow-scripts/flow DESIGN_CONFIG=/design/flow/config.mk WORK_HOME=/design/flow/orfs finish
==> ./config.mk <==
export PLATFORM = sky130hd
export DESIGN_NAME = blink_led
export DESIGN_NICKNAME = blink_led
export VERILOG_FILES = /design/flow/design.v
export SDC_FILE = /design/flow/constraint.sdc
export NUM_CORES = 4
export LEC_CHECK = 1
export CORE_AREA = 10 10 97 97
export DIE_AREA = 0 0 107 107
==> ./constraint.sdc <==
current_design blink_led

set clk_period 3.9
set clk_io_pct 0.2

create_clock -name clk0 -period $clk_period [get_ports {clk}]

set non_clock_inputs [all_inputs -no_clocks]
set_input_delay [expr $clk_period * $clk_io_pct] -clock clk0 $non_clock_inputs
set_output_delay [expr $clk_period * $clk_io_pct] -clock clk0 [all_outputs]
==> results.cfg <==
; implementation run metrics
[grt]
grt_pass1_wl_um = 5340
antenna_found_initial = 0
gr-total-overflow = 0
grt_max_degree = 15
grt_use_total_pct = 5.56
first_global_vias = 1117

[detailed_routing]
first_pass_iters = 4
postRouteAntennaNets = 0
num_vias = 1185
drt_iter0_markers = 83
viasPerCell = 4.44
wl_um = 3000
antenna_cells = 0
wire_per_inst_um = 11.2
drc = 0

[cells_and_area]
final-comb-area_sq_um = 818
flop_area_sq_um = 671
drive_gt1_share_pct = 8.93
stdcell_count = 267
syn_to_final_growth_pct = 13.4
fillCellCount = 817

[clock_network]
clock_sinks = 33
clock_latency_ps = 280
cts_tree = done
h-tree-depth = 2
cts_setup_buffers = 0
cts_resized = 0
ctsHoldBuffers = 0
clock-root-buffer = clkbuf_8
cts_made_buffers = 5
cts.path.max_buffers = 2
clkTransAtPathRegs_ps = 60

[critical_path]
crit_type = flip-flop to flip-flop
crit_chain = nor4b_1 -> nand4_1 -> nor4_2 -> buf_4
crit_required_ps = 3890
crit_path_max_incr_delay_ps = 710
start_kind = flip-flop
path_buffers = 1
cpMaxStageDelayCell = nor4_2
worstSetupEndpointType = flip-flop
worstPathMaxFanout = 8
crit_family = simple AND/OR/NAND/NOR gates
critPathArrivalTime_ps = 2190

[place]
port_buffers = 1
dp_hpwl_um = 2130
gp_congestion = 0.868
dp.cells = 260

[final_timing]
fin_setup_tns_ps = 0
timing.hold.ws_ps = 470
slew_violations = 0
tightest_slew_ps = 811
hold_viol_final = 0
clock_skew_ps = 4.41
min_period_over_period_pct = 56.2
finalSetupViolations = 0
maxSlewHeadroom_pct = 45.5
clock.fmax_mhz = 456
rsz0062_at_grt = false
post-route-min-period_ps = 2190

[job]
cap_violations = 0
tool_warnings = 26

[power]
leakage_uw = 0.000612
power_density_nw_per_um2 = 340
irDropWorstVdd_mv = 0.183

[synthesis]
topCombFamilyByArea = simple AND/OR/NAND/NOR gates
ys_area_sq_um = 1540
synth_warnings = 1
syn_avg_cell_area_sq_um = 9.37
ys_cells = 164
synth_flops = 33
synthMuxAreaShare_pct = 0
flop_cell = dfxtp_1
aoi_share_pct = 6.27
enable_flop_cells = 1
synthesis.area_sq_um = 1540
synthArstFlopShare_pct = 0
xor_share_pct = 12.5
yosys.stat.seqShare_pct = 43.6
synth-adder-area-share_pct = 1.63
synth.distinct_cells = 36
simple_gate_share_pct = 32.8
synthCells = 164

[floorplanning]
die_h_um = 107
initCoreUtil_pct = 21.1
rows = 31
die-area_sq_um = 11400
die_w_um = 107
io_pins = 2
core-area_sq_um = 7290

[outcome]
outcome = finished clean

[hold_path]
hold_class = flip-flop to flip-flop
cells by family after synthesis:
logic type,after synthesis
AND-OR/OR-AND,16
adder cells (fa/ha/maj),2
XOR/XNOR,22
AND/OR/NAND/NOR,79
flip-flops,33
buffers and inverters,12
cells in the final DEF (no fill, tap or decap), types with 3 or more instances in the layout:
master and n:
or3_1 5, a21oi_1 7, nand4_1 11, and3_1 4, nor4_2 3, dfxtp_1 32, nor2_1 11, o21ai_0 3
nor3_1 3, inv_1 7, nand2_1 7, nand3_1 9, xor2_1 7, clkbuf_8 6, xnor2_1 15, or4_1 4
nor4b_1 3, o31ai_1 3, nor4_1 6
Yosys cell counts (3+ instances only):
master / number / area (sq um)
xnor2_1: 15 / 131
xor2_1: 7 / 61.3
o31ai_1: 3 / 22.5
nand2_1: 7 / 26.3
dfxtp_1: 32 / 641
nand4_1: 11 / 68.8
inv_1: 7 / 26.3
nor4b_1: 3 / 26.3
and3_1: 4 / 25.0
nor4_2: 3 / 37.5
nor2_1: 11 / 41.3
nand3_1: 9 / 45.0
a21oi_1: 7 / 35.0
nor3_1: 3 / 15.0
nor4_1: 6 / 37.5
or4_1: 4 / 30.0
or3_1: 5 / 31.3
o21ai_0: 3 / 15.0
clkbuf_1: 3 / 11.3
per-stage QoR:
stage | cell area (sq um) | utilization, % | power, uW | setup WS [ps]
CTS | 1740 | 23.9 | 602 | 1720
floorplan | 1540 | - | 346 | 2100
global route | 1740 | 23.9 | 621 | 1580
global placement | 1660 | 22.7 | 346 | 1750
detailed placement | 1660 | 22.7 | 346 | 1730
finish | 1740 | 23.9 | 593 | 1710
layer usage:
layer | routed length (um) | global-route usage (%) | vias up
met4 | 42 | 0.677 | 0
met1 | 1560 | 8.05 | 560
li1 | - | - | 607
met3 | 125 | 1.70 | 5
met5 | 0 | 0 | -
met2 | 1280 | 8.21 | 13
where the power goes:
part | switching [uW] | leakage (uW) | internal, uW
sequential | 0 | 0.000269 | 338
clock | 115 | 0.0000443 | 140
combinational | 0 | 0.000298 | 0
total | 115 | 0.000612 | 478
layout make-up:
type / instances / share of cell area (%)
Multi-Input combinational cell: 119 / 46.9
Sequential cell: 33 / 38.5
Tap cell: 99 / 7.11
Clock buffer: 7 / 4.95
Inverter: 7 / 1.51
Timing Repair Buffer: 2 / 1.01
state kept, by name, indices dropped and copies added (netlist names):
signal and cells:
led 1, counter 32
worst register-to-register path, delay by kind of cell (launching register included):
kind,cells,cell delay [ps]
AND/OR/NAND/NOR,3,1200
flip-flops,1,430
buffers and inverters,1,290
path summary, 6_finish.rpt:
path | start | slack (ps) | to | cells past startpoint
worst max register to register | counter[7] | 1710 | led | 4
worst min register to register | counter[31] | 470 | counter[31] | 1
worst min-delay path | counter[31] | 470 | counter[31] | 1
worst max-delay path | counter[7] | 1710 | led | 4
Power is estimated from default activity; no workload was simulated.
