$ cat ./design.v
module bcd(
  input             clk,
  input             rst,
  input [7:0]       bin,
  output reg [3:0]  hunds,
  output reg [3:0]  tens, 
  output reg [3:0]  units,
  output reg complete
);
reg [19:0] shiftReg;
parameter IDLE = 0, SHIFT = 1, ADD = 2, DONE = 3;
reg [1:0] st;
reg [3:0] counter;
always @(posedge clk or posedge rst) begin 
  if (rst) begin 
    hunds <= 4'b0;
    tens <= 4'b0;
    units <= 4'b0;
    shiftReg <= 20'b0;
    counter <= 4'b0;
    st <= IDLE;
  end else begin 
    case (st)
      IDLE: begin 
        shiftReg <= {12'b0, bin};
        st <= SHIFT;
        counter <= 0;
      end 
      SHIFT : begin 
        shiftReg <= shiftReg << 1;
        st <= ADD; 
      end 
      ADD: begin
        if (counter < 7) begin
          if (shiftReg[19:16] >= 5)
            shiftReg[19:16] <= shiftReg[19:16] + 3;
          if (shiftReg[15:12] >= 5)
            shiftReg[15:12] <= shiftReg[15:12] + 3;
          if (shiftReg[11:8] >= 5)
            shiftReg[11:8] <= shiftReg[11:8] + 3;
        end
        if (counter == 7) 
          st <= DONE;
        else begin 
          counter <= counter + 1;
          st <= SHIFT;
        end
      end 
      DONE: begin 
        hunds <= shiftReg[19:16];
        tens <= shiftReg[15:12];
        units <= shiftReg[11:8];
        complete <= 1;
        st <= IDLE;
      end
    endcase
  end
end
endmodule
$ cat ./run.sh
#!/bin/bash
# OpenROAD 26Q1-2900-gdf79404cd8, Yosys 0.63+post, stock flow scripts
make -C /OpenROAD-flow-scripts/flow DESIGN_CONFIG=/design/flow/config.mk WORK_HOME=/design/flow/orfs finish
$ cat ./config.mk
export PLATFORM = sky130hd
export DESIGN_NAME = bcd
export DESIGN_NICKNAME = bcd
export VERILOG_FILES = /design/flow/design.v
export SDC_FILE = /design/flow/constraint.sdc
export NUM_CORES = 4
export LEC_CHECK = 1
export CORE_UTILIZATION = 40
$ cat ./constraint.sdc
current_design bcd

set clk_period 1.9
set clk_io_pct 0.2

create_clock -name clk0 -period $clk_period [get_ports {clk}]

set non_clock_inputs [all_inputs -no_clocks]
set_input_delay [expr $clk_period * $clk_io_pct] -clock clk0 $non_clock_inputs
set_output_delay [expr $clk_period * $clk_io_pct] -clock clk0 [all_outputs]
==> qor.yml <==
endpoints_failing_setup: 0
fp.dieW_um: 72.7
drt-initial-drc-count: 123
finalMaxSlewViolations: 0
rsz0062_at_grt: "no"
fin_crit_ps: 1690
drc: 0
postSynthAreaPerCell_um2: 11.0
number_of_detailed_routing_iterations_run_before_antenna_repair: 6
grt_overflow_total: 0
timing_hold_violations_final: 0
reg2reg_slack_ps: 210
skew_ps: 5.53
final_layout_size_suffix_gt1_share_pct: 16.5
tritoncts: "built"
synth_seq_share_pct: 50.1
grt_start_max_net_pins: 41
status: "completed"
top_level_ports: 23
ys.flops: 40
min_path_type: "input port to asynchronous set/reset pin"
synth_area_um2: 2000
chipHeight_um: 72.7
clk_root_buffer_cell: "sky130_fd_sc_hd__clkbuf_8"
cts_made_buffers: 5
vias_in_the_first_global_route: 1320
max_slew_margin_pct: 61.5
yosys-stat-cells: 182
ys_dominant_reg_cell: "sky130_fd_sc_hd__dfrtp_1"
timing.setup.critical_path_class: "flop to flop"
rr_startpoint: "counter[0]"
power.leakage_uw: 0.000966
drt_wl_total_um: 3460
holdBufCountCts: 0
post-synth-top-area-cell: "sky130_fd_sc_hd__dfrtp_1"
worst_setup_hold_path_clk_slew_ps: 70
cts_post_setup_buffers_inserted: 0
cp_data_arrival_time_ps: 1910
detail-route-antenna-nets: 0
synth_largest_type_area_fraction_pct: 48.8
dpl-instance-area_um2: 2280
buffer_ports.inserted: 21
h-tree-depth: 2
detailroute.via_count: 1398
yosys.stat.chipArea_um2: 2000
synth_async_sr_flop_share_pct: 100
vdd_drop_max_mv: 0.462
maxClockFrequency_ghz: 0.590
detail_route.antenna_diodes: 0
gp_routability_congestion: 0.862
vias_per_cell: 5.12
reg2reg_to: "shiftReg[14]"
distinct_cell_type_count_after_synthesis: 45
clock_sinks: 40
yosys_warnings: 1
worst_skew_pair.late_latency_ps: 280
worst_setup_path_start_kind: "flop"
chip_area_um2: 5290
routedWlPerCell_um: 12.7
reg2regPathDepth: 5
warnings: 28
postSynthCellCount: 182
clk_path_buf_depth: 2
core_area_um2: 4750
std_cell_rows: 25
synth.top_cells.by_area: "sky130_fd_sc_hd__dfrtp_1 49%, sky130_fd_sc_hd__mux2_2 6.7%, sky130_fd_sc_hd__mux2i_1 5.0%"
number_of_antenna_violations_at_the_first_check_in_global_routing: 0
max_slew.worst_pin.slew_ps: 578
grt.total_usage_pct: 15.1
drv.max_cap_violation_count: 0
critPathMaxFanout: 15
final_design_area_no_fill_um2: 2370
core_util_floorplan_pct: 42.1
first_pass_grt_wire_length_um: 6020
total_power_density_per_cell_area_nw_per_um2: 614
tns_ps: 0
enable_flop_cells: 0
ctsResizeCount: 0
final.period_utilization_pct: 89.2
timing.critical_path.required_ps: 2120
syn_to_final_growth_pct: 18.4
hpwl_um: 2320
endpoint_kind: "flop"
## registers in the layout, indices dropped and copies added (netlist names)
signal    count
counter       4
hunds         4
units         4
tens          4
st            4
shiftReg     20
## worst max path at each step
stage                      start           end  slack [ps]  depth (start not counted)
after CTS             counter[0]  shiftReg[14]         200                          5
after global routing       st[1]  shiftReg[13]         100                          4
final                 counter[0]  shiftReg[14]         210                          5
## logic make-up (layout without fill, tap and decap cells)
logic type | count (synthesis) | after routing | synth area share (%)
muxes | 24 | 24 | 13.3
adders and majority gates | 7 | 7 | 4.37
buffers and inverters | 19 | 43 | 4.81
and+or+nand+nor | 44 | 44 | 11.6
other | 1 | 1 | 0.187
xor gates and xnor gates | 2 | 2 | 0.875
DFF | 40 | 40 | 50.1
AOI/OAI and AO/OA | 45 | 45 | 14.8
## routing by layer
| metal | global-route usage (%) | part of all wire (%) |
|---|---|---|
| met1 | 24.0 | 49 |
| met2 | 22.9 | 46 |
| met3 | 2.80 | 3.2 |
| met4 | 2.40 | 0.98 |
| met5 | 0 | 0 |
## synth_stat cells, types with 2 or more instances
master	instances
sky130_fd_sc_hd__buf_2	2
sky130_fd_sc_hd__or2b_1	2
sky130_fd_sc_hd__o22ai_1	2
sky130_fd_sc_hd__a21oi_1	5
sky130_fd_sc_hd__nand2b_1	5
sky130_fd_sc_hd__o21bai_1	2
sky130_fd_sc_hd__nand3_1	6
sky130_fd_sc_hd__mux2_2	12
sky130_fd_sc_hd__nor2_4	2
sky130_fd_sc_hd__a22oi_1	4
sky130_fd_sc_hd__inv_1	9
sky130_fd_sc_hd__mux2_4	2
sky130_fd_sc_hd__nand2_1	17
sky130_fd_sc_hd__ha_1	7
sky130_fd_sc_hd__mux2i_1	10
sky130_fd_sc_hd__dfrtp_1	39
sky130_fd_sc_hd__nor2_1	3
sky130_fd_sc_hd__clkbuf_1	2
sky130_fd_sc_hd__o21ai_0	20
sky130_fd_sc_hd__buf_4	2
sky130_fd_sc_hd__buf_6	2
sky130_fd_sc_hd__a21oi_2	2
sky130_fd_sc_hd__nor3_1	3
## layout make-up
| cell class | instances | area (um2) |
|---|---|---|
| Clock buffer | 8 | 90.1 |
| Fill cell | 441 | 2380 |
| Inverter | 10 | 37.5 |
| Multi-Input combinational cell | 123 | 903 |
| Sequential cell | 40 | 1000 |
| Tap cell | 67 | 83.8 |
| Timing Repair Buffer | 25 | 253 |
## critical path: stages, from the launching register on
cell and delay [ps]:
sky130_fd_sc_hd__dfrtp_1 400, sky130_fd_sc_hd__ha_1 260, sky130_fd_sc_hd__a21oi_2 190, sky130_fd_sc_hd__o21ai_4 150
sky130_fd_sc_hd__or4_1 530, sky130_fd_sc_hd__nand3_1 100
## report_power, final
part	switching, uW	internal (uW)
sequential	0	851
clock	267	296
combinational	19.5	20.8
## through the flow
| stage | instances | hold slack, ps | total power [uW] | util (%) | setup WS, ps |
|---|---|---|---|---|---|
| finish | 273 | 455 | 1450 | 49.8 | 205 |
| global route | 273 | 468 | 1510 | 49.8 | 95.9 |
| CTS | 273 | 453 | 1480 | 49.8 | 197 |
| detailed placement | 265 | 465 | 909 | 47.9 | 223 |
| global placement | 265 | 464 | 908 | 47.9 | 255 |
| floorplan | 182 | 355 | 882 | - | 350 |
## cell usage in the layout, fill, tap and decap left out, types with 2 or more instances in the layout
cell                              count
sky130_fd_sc_hd__mux2i_1             10
sky130_fd_sc_hd__o21ai_0             20
sky130_fd_sc_hd__mux2_2              12
sky130_fd_sc_hd__nand3_1              6
sky130_fd_sc_hd__clkbuf_1             2
sky130_fd_sc_hd__nor2_4               2
sky130_fd_sc_hd__nor2_1               3
sky130_fd_sc_hd__dfrtp_1             39
sky130_fd_sc_hd__a21oi_1              5
sky130_fd_sc_hd__clkdlybuf4s50_1     21
sky130_fd_sc_hd__clkbuf_8             6
sky130_fd_sc_hd__mux2_4               2
sky130_fd_sc_hd__o22ai_1              2
sky130_fd_sc_hd__ha_1                 7
sky130_fd_sc_hd__nand2b_1             5
sky130_fd_sc_hd__a22oi_1              4
sky130_fd_sc_hd__o21bai_1             2
sky130_fd_sc_hd__nand2_1             17
sky130_fd_sc_hd__nor3_1               3
sky130_fd_sc_hd__or2b_1               2
sky130_fd_sc_hd__buf_4                3
sky130_fd_sc_hd__inv_1                9
sky130_fd_sc_hd__a21oi_2              2
No activity file was given, so power comes from the tool's default toggle rates.
